**design/flow/design.v**
```verilog
module jrcont (out, i0, i1, gout);
output [31:0] out;
input [31:0] i0,i1;
input [3:0] gout;
reg scontrol;
reg [31:0] registerfile[0:31];
always @(gout)
begin
if (gout == 4'b1000)
	scontrol = 1'b1;
else
	scontrol = 1'b0;
end
assign out = scontrol ? i1:i0;
endmodule
```
**design/flow/run.sh**
```bash
#!/bin/bash
# OpenROAD 26Q1-2900-gdf79404cd8, Yosys 0.63+post, stock flow scripts
make -C /OpenROAD-flow-scripts/flow DESIGN_CONFIG=/design/flow/config.mk WORK_HOME=/design/flow/orfs finish
```
**design/flow/config.mk**
```make
export PLATFORM = sky130hd
export DESIGN_NAME = jrcont
export DESIGN_NICKNAME = jrcont
export VERILOG_FILES = /design/flow/design.v
export SDC_FILE = /design/flow/constraint.sdc
export NUM_CORES = 4
export LEC_CHECK = 1
export CORE_AREA = 10 10 70 70
export DIE_AREA = 0 0 80 80
```
**design/flow/constraint.sdc**
```tcl
current_design jrcont

set clk_period 7.9
set clk_io_pct 0.2

create_clock -name clk0 -period $clk_period

set non_clock_inputs [all_inputs -no_clocks]
set_input_delay [expr $clk_period * $clk_io_pct] -clock clk0 $non_clock_inputs
set_output_delay [expr $clk_period * $clk_io_pct] -clock clk0 [all_outputs]
```
==> flow_metrics.tcl <==
# collected from the flow reports
set metrics [dict create \
    status "finished, final reports clean" \
    gp_congestion 0.816 \
    worstMarginPinSlew_ns 0.392 \
    worstPathRequired_ns 6.32 \
    power_uw 66.0 \
    dieWidth_um 80 \
    synth-warning-count 1 \
    fmax_ghz 0.196 \
    combGateArea_sq_um 384 \
    top_cell "mux2_2" \
    synthTopCellsByCount "30 x mux2_2, 3 x buf_6, 2 x mux2_1" \
    flop_area_sq_um 0 \
    dr.first_iter.drc_count 0 \
    io_buffer_count 100 \
    post-route-drc-count 0 \
    crit_path_end_kind "primary output" \
    netSwitchingFraction_pct 16.9 \
    nClkBuffers 0 \
    syn_to_final_growth_pct 247 \
    p_seq_share_pct 0 \
    slew_violations 0 \
    period_used_pct 64.4 \
    setup_viol_count_final 0 \
    cts_setup_buffers 0 \
    antenna_cells 0 \
    fp_util_pct 12.2 \
    chipArea_sq_um 6400 \
    wl_per_cell_um 16.6 \
    routed_wl_um 3000 \
    dp_cells 180 \
    avgSynthCellArea_sq_um 11.6 \
    die_y_um 80 \
    drive_gt1_share_pct 23.9 \
    viasPerCell 3.94 \
    fp-row-count 21 \
    yosysUniqueCellTypes 4 \
    io_pins 100 \
    grt_pass1_wl_um 4490 \
    antenna_left 0 \
    postCtsHoldBufs 0 \
    fin_cells 180 \
    switchingPower_uw 11.2 \
    grt_pass1_vias 874 \
    area_leaders "mux2_2 81%, buf_6 8.1%, nor4b_4 5.7%, mux2_1 5.4%" \
    min_period_ns 5.09 \
    ys_cells 36 \
    post-route-util_pct 42.5 \
    cp_slowest_cell "clkdlybuf4s50_1" \
    critPathMaxFanout 32 \
    worstPathArrival_ns 3.51 \
    grt_max_degree 33 \
    grt.overflow.total 0 \
    top_area_share_pct 80.8 \
    setup_tns_ns 0 \
    path_class "primary input to primary output" \
    crit_path_start_kind "primary input" \
    netlist_instances 36 \
    max-vdd-ir-drop_uv 21.9 \
    cts_resized 0 \
    fillers 341 \
    synth_top_cell_by_area "mux2_2" \
    max-cap-violations 0 \
    antenna_found_initial 0 \
    core_area_sq_um 3420 \
    p_leak_nw 0.520 \
    crit_top_cell "clkdlybuf4s50_1" \
    netlist_area_sq_um 418 \
    postSynthSeqShare_pct 0 \
    drt-pass1-iter-count 1 \
    slew_headroom_pct 73.9 \
    hold_ws_ns 4.18 \
    p_int_uw 54.8 \
    min_path_type "primary input to primary output" \
    vias 709 \
    path_cells "clkdlybuf4s50_1 -> nor4b_4 -> buf_4 -> mux2_2 -> clkdlybuf4s50_1" \
    powerDensity_nw_per_um2 45.5 \
    rsz0062_at_grt "no" \
    power_frac_clock_pct 0 \
    warnings 32 \
    seq_cell_count 0 \
    grt_usage_pct 8.80 \
    yosys_area_sq_um 418 \
    combPwrFrac_pct 100.0 \
    dpl.hpwl_um 2710 \
    critical-path-max-stage-delay_ns 0.44 \
    final-hold-violation-count 0 \
]
[placed cells by master, fill, tap and decap left out]
cell type and instances:
buf_4 1, nor4b_4 1, mux2_1 2, clkdlybuf4s50_1 100
mux2_2 30
[cell type report]
cell class | count | area share [%]
multi-input cells | 33 | 26.5
repair buffers | 101 | 69.5
well taps | 46 | 3.97
[path summary, 6_finish.rpt]
kind | start | to | slack [ns] | cells after the start
hold / removal | i0[1] | out[1] | 4.18 | 3
setup / recovery | gout[1] | out[7] | 2.81 | 5
[cells by family (layout without fill, tap and decap cells)]
family        after synthesis  after routing  share of synthesized area [%]
buf+inv                     3            101                           8.08
mux                        32             32                           86.2
simple gates                1              1                           5.69
[layer usage]
layer,vias to the layer above,track usage [%],routed length (um),share of wire (%)
met5,-,0,0,0
met4,0,0,0,0
met3,0,10.0,831,28
met2,76,13.7,1160,39
met1,298,8.04,1010,34
li1,335,-,-,-
[worst max-delay path: cells and delay by family]
| family | cells | cell delay [ns] |
|---|---|---|
| muxes | 1 | 0.39 |
| and+or+nand+nor | 1 | 0.27 |
| buffers and inverters | 3 | 1.28 |
[through the flow]
stage / area (sq um) / setup slack (ns)
2_1_floorplan: 418 / 3.83
3_3_place_gp: 1450 / 2.78
3_5_place_dp: 1450 / 2.79
4_1_cts: 1450 / 2.78
5_1_grt: 1450 / 2.71
6_report: 1450 / 2.81
[power by group through the flow]
stage	registers [mW]	clock network, mW	logic [mW]
4_1_cts	0	0	0.0675
5_1_grt	0	0	0.0720
6_report	0	0	0.0660
