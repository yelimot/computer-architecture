==> /design/flow/design.v <==
module control(in,in2,regdest,alusrc,memtoreg,regwrite,memread,memwrite,branch2,branch1,branch0,aluop2,aluop1,aluop0);
input [5:0] in;
input [4:0] in2;
output regdest,alusrc,memtoreg,regwrite,memread,memwrite,branch2,branch1,branch0,aluop2,aluop1,aluop0;
wire rformat,lw,sw,beq;
assign rformat=~|in;
assign addi = (~in[5])&(~in[4])&in[3]&(~in[2])&(~in[1])&(~in[0]);
assign andi = (~in[5])&(~in[4])&in[3]&in[2]&(~in[1])&(~in[0]);
assign ori = (~in[5])&(~in[4])&in[3]&in[2]&(~in[1])&in[0];
assign lw=in[5]& (~in[4])&(~in[3])&(~in[2])&in[1]&in[0];
assign sw=in[5]& (~in[4])&in[3]&(~in[2])&in[1]&in[0];
assign beq=~in[5]& (~in[4])&(~in[3])&in[2]&(~in[1])&(~in[0]);
assign bne=~in[5]& (~in[4])&(~in[3])&(in[2])&(~in[1])&(in[0]);
assign bgez=~in[5]& (~in[4])&(~in[3])&(~in[2])&(~in[1])&(in[0]);
assign bgzt=~in[5]& (~in[4])&(~in[3])&in[2]&(in[1])&(in[0])&(~in2[4])&(~in2[3])&(~in2[2])&(~in2[1])&(in2[0]);
assign blez=~in[5]& (~in[4])&(~in[3])&in[2]&(in[1])&(~in[0]);
assign bltz=~in[5]& (~in[4])&(~in[3])&(~in[2])&(in[1])&(in[0])&(~in2[4])&(~in2[3])&(~in2[2])&(~in2[1])&(~in2[0]);
assign regdest=rformat;
assign alusrc=lw|sw|addi|ori|andi;
assign memtoreg=lw;
assign regwrite=rformat|lw|addi|ori|andi;
assign memread=lw;
assign memwrite=sw;
assign branch2=bgzt|blez|bltz;
assign branch1=bne|bgez|bltz;
assign branch0=beq|bgez|blez;
assign aluop2=andi|ori;
assign aluop1=rformat|addi;
assign aluop0=beq|addi|ori|bne|bgez|bgzt|blez|bltz;
endmodule
==> /design/flow/run.sh <==
#!/bin/bash
# OpenROAD 26Q1-2900-gdf79404cd8, Yosys 0.63+post, stock flow scripts
make -C /OpenROAD-flow-scripts/flow DESIGN_CONFIG=/design/flow/config.mk WORK_HOME=/design/flow/orfs finish
==> /design/flow/config.mk <==
export PLATFORM = sky130hd
export DESIGN_NAME = control
export DESIGN_NICKNAME = control
export VERILOG_FILES = /design/flow/design.v
export SDC_FILE = /design/flow/constraint.sdc
export NUM_CORES = 4
export LEC_CHECK = 1
export CORE_AREA = 10 10 70 70
export DIE_AREA = 0 0 80 80
==> /design/flow/constraint.sdc <==
current_design control

set clk_period 2.0
set clk_io_pct 0.2

create_clock -name clk0 -period $clk_period

set non_clock_inputs [all_inputs -no_clocks]
set_input_delay [expr $clk_period * $clk_io_pct] -clock clk0 $non_clock_inputs
set_output_delay [expr $clk_period * $clk_io_pct] -clock clk0 [all_outputs]
==> summary.json <==
{
  "arrival_ns": 1.55,
  "final.clkbuf_count": 0,
  "slowest_delay_ns": 0.46,
  "final_hold_slack_ns": 1.230,
  "setup_viol": 0,
  "grt_util_met3_pct": 1.705,
  "post-synth-top-area-cell": "a21oi_1",
  "first_global_vias": 471,
  "die_width_um": 80,
  "hold_path_end": "memtoreg",
  "areaGrowthSynthToFinish_pct": 153.5,
  "grt.busiest_layer": "met2",
  "detail_route.vias_per_cell": 3.500,
  "hold_path_startpoint": "in[4]",
  "synth_sequential_area_ratio_pct": 0,
  "grt_antenna_before_repair": 0,
  "timing.final.crit_share_pct": 97.35,
  "detail_route.wl_per_cell_um": 10.09,
  "wirelength_um": 1291,
  "setup.worst_path.class": "in2out",
  "num_antenna_cells": 0,
  "synthDistinctLibCells": 25,
  "syn-cell-area_um2": 285.3,
  "timing.final.ws_setup_ns": 0.05294,
  "post_route_cells_drive_above_1_share_pct": 56.10,
  "crit_required_ns": 1.60,
  "dp_cells": 121,
  "share_clk_of_total_power_pct": 0,
  "final.fill_count": 385,
  "ys_top_cells_by_count": "a21oi_1 (5), nor2_1 (5), nand2_1 (4)",
  "portBuffers": 23,
  "power.switching_fraction_pct": 42.76,
  "post-dp-hpwl_um": 1047,
  "min_path_type": "in2out",
  "initial_drc_count": 32,
  "yosys_warnings": 8,
  "power.net_switching_mw": 0.04282,
  "drv_cap": 0,
  "fmaxAchievable_mhz": 513.6,
  "fp-utilization_pct": 8.352,
  "drt_pass1_iterations": 3,
  "gr-usage-met2_pct": 6.581,
  "track_usage_pct": 3.948,
  "syn-mean-instance-area_um2": 6.792,
  "max-slew-margin-rel_pct": 84.62,
  "first_pass_grt_wire_length_um": 2166,
  "final_design_area_no_fill_um2": 723.2,
  "final_number_of_hold_violating_endpoints": 0,
  "power_frac_comb_pct": 100.0,
  "cp_slowest_cell": "clkdlybuf4s50_1",
  "dieHeight_um": 80,
  "area.sequential_um2": 0,
  "ios": 23,
  "critical_path_peak_fanout": 6,
  "crit_path_end_kind": "output pin",
  "yosysTopAreaCellShare_pct": 8.772,
  "path_cells": "clkdlybuf4s15_2 > buf_6 > nor2b_4 > buf_4 > a21oi_2 > nor2_2 > clkdlybuf4s50_1",
  "synth_cells": 42,
  "whs_path_depth": 3,
  "cell_count_in_the_yosys_report": 42,
  "maxSlewViolCount": 0,
  "placed_area_um2": 640.6,
  "design.seq.count": 0,
  "total_power_mw": 0.1001,
  "preCtsSetupSlack_ns": -0.4727,
  "chip_area_mm2": 0.006400,
  "globalRouteMet1Util_pct": 4.878,
  "routabilityCongestion": 0.8027,
  "status": "finished clean",
  "cellPowerDensity_mw_per_mm2": 138.5,
  "crit_path_start_kind": "primary input",
  "tightestPinTransition_ns": 0.2288,
  "seq_power_share_pct": 0,
  "layout.cells.non_filler": 128,
  "log.warning_count": 32,
  "total_leakage_power_nw": 0.3075,
  "topCellsByArea": "a21oi_1 (8.8%), buf_6 (7.9%), nor4_4 (7.5%), nor2_1 (6.6%), nand2_1 (5.3%)",
  "globalRoute.totalOverflow": 0,
  "internal_power_mw": 0.05731,
  "placement_rows": 21,
  "finalWorstPathRequiredPeriod_ns": 1.947,
  "core_area_mm2": 0.003416,
  "yosys.stat.chipArea_um2": 285.3,
  "ir_drop_worst_case_vdd_v": 0.00002698,
  "drc": 0,
  "postRouteAntennaNets": 0,
  "maximum_number_of_pins_on_one_net_before_global_route_repair": 7,
  "vias": 448
}
[power by group through the flow]
| stage | combinational (mW) | sequential (mW) | clock (mW) |
|---|---|---|---|
| 4_1_cts | 0.0915 | 0 | 0 |
| 5_1_grt | 0.111 | 0 | 0 |
| 6_report | 0.100 | 0 | 0 |
[metrics by stage]
stage	setup TNS, ns	util, %
after global placement	-4.528	18.75
after global routing	-0.005687	21.17
after CTS	0	19.78
after floorplan	0	-
after detailed placement	-4.563	18.75
final	0	21.17
[final cells by class]
cell class / instances / area, µm² / share of cell area (%)
inverter: 1 / 3.754 / 0.5190
timing repair buffer: 43 / 350.3 / 48.44
multi-input combinational: 38 / 311.5 / 43.08
tap: 46 / 57.56 / 7.958
[per-layer routing]
layer	vias to the layer above	share of wire, %
li1	236	-
met5	-	0
met1	200	43
met3	0	13
met4	0	0
met2	12	44
[how the worst max path moves through the flow]
| stage | from | to | slack (ns) | cells past startpoint |
|---|---|---|---|---|
| finish | in[2] | branch0 | 0.05 | 7 |
| global route | in2[3] | aluop0 | -0.006 | 7 |
| CTS | in[1] | aluop1 | 0.003 | 5 |
[cell families (layout without fill, tap and decap cells)]
| kind of cell | Yosys count | count (layout) | share of synthesized area (%) |
|---|---|---|---|
| compound gates | 9 | 9 | 17.98 |
| xor+xnor | 1 | 1 | 3.071 |
| buf+inv | 4 | 44 | 11.84 |
| simple gates | 28 | 28 | 67.11 |
[repair_timing]
item | 4_1_cts | 5_1_grt
gates resized | 41 | 11
buffers inserted | 4 | 3
endpoints found under the setup margin | 12 | 6
pin swaps | 9 | 6
hold buffers | 0 | 0
[critical path, delay by kind of cell]
| kind | cells | cell delay, ns |
|---|---|---|
| AND/OR/NAND/NOR | 2 | 0.21 |
| AND-OR/OR-AND | 1 | 0.03 |
| buffers and inverters | 4 | 0.91 |
[layout by cell type (no fill, tap or decap), types with 2 or more instances in the layout]
master,instances
clkdlybuf4s50_1,4
buf_2,4
nor3b_2,2
nand2_1,4
nand3b_1,2
and2_1,2
o211ai_1,2
nor3_2,2
dlygate4sd2_1,10
nor4_2,2
a21oi_2,3
nor2_1,3
nor2_2,2
buf_4,19
clkdlybuf4s15_2,3
a21oi_1,2
nand3_1,2
