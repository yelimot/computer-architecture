File: design/flow/design.v
module alu32(sum,a,b,zout,gin); 
output [31:0] sum;
input [31:0] a,b; 
input [3:0] gin; 
reg [31:0] sum;
reg [31:0] less;
output zout;
reg zout;
always @(a or b or gin)
begin
zout=0;
sum=a;
	case(gin)
	4'b0011:begin sum=a+1+(~b);		 
				zout=(|sum);	
			end				
	4'b1000:begin		 
				zout=sum!=0 ? (sum[31]==0 ? 1:0):1;	
			end							
	4'b0100:begin 		 
				zout=sum!=0 ? (sum[31]==0 ? 1:0):0;	
			end							
	4'b1010:begin		 
				zout=sum!=0 ? (sum[31]==1 ? 1:0):1;	
			end							
	4'b1001:begin		 
				zout=sum!=0 ? (sum[31]==1 ? 1:0):0;	
			end							
	4'b0010: sum=a+b; 				 
	4'b0110:begin sum=a+1+(~b);		 
				zout=~(|sum);			
			end
	4'b0111: begin less=a+1+(~b);	 
			if (less[31]) sum=1;	
			else sum=0;
		  end
	4'b0000: sum=a & b;				 
	4'b0001: sum=a|b;				 
	4'b1100: sum=~(a|b);			 
	default: sum=31'bx;	
	endcase
end
endmodule
File: design/flow/run.sh
#!/bin/bash
# OpenROAD 26Q1-2900-gdf79404cd8, Yosys 0.63+post, stock flow scripts
make -C /OpenROAD-flow-scripts/flow DESIGN_CONFIG=/design/flow/config.mk WORK_HOME=/design/flow/orfs finish
File: design/flow/config.mk
export PLATFORM = sky130hd
export DESIGN_NAME = alu32
export DESIGN_NICKNAME = alu32
export VERILOG_FILES = /design/flow/design.v
export SDC_FILE = /design/flow/constraint.sdc
export NUM_CORES = 4
export LEC_CHECK = 1
export CORE_UTILIZATION = 30
File: design/flow/constraint.sdc
current_design alu32

set clk_period 31.4
set clk_io_pct 0.2

create_clock -name clk0 -period $clk_period

set non_clock_inputs [all_inputs -no_clocks]
set_input_delay [expr $clk_period * $clk_io_pct] -clock clk0 $non_clock_inputs
set_output_delay [expr $clk_period * $clk_io_pct] -clock clk0 [all_outputs]
==> flow_summary.yaml <==
# flow metrics
synth:
  yosysWarnings: 1
  yosysTopAreaCell: "ha_1"
  yosysTopAreaCellShare_pct: 19.21
  syn_inst: 904
  yosys_cells: 904
  synthTopCellsByCount: "95 x ha_1, 93 x inv_1, 79 x nor2_1"
  syn_avg_cell_area_um2: 6.846
  ys_area_um2: 6188
  syn-cell-area_um2: 6188
  topCellsByArea: "ha_1 19%, a221oi_1 6.2%, o21ai_0 5.7%"
  ys_seq_share_pct: 0
  synth.distinct_cells: 89
  top_cell: "ha_1"
floorplanning:
  ios: 101
  std_cell_rows: 52
  core-area_um2: 20230
  die_y_um: 145.6
  chipArea_um2: 21210
  initial_core_util_pct: 30.58
  dieWidth_um: 145.6
timing:
  worst_pin_slew_ns: 0.8056
  fin_crit_sh_pct: 55.57
  setup_slack_ns: 13.95
  drv_slew: 0
  setup_viol: 0
  rsz0062_at_grt: "no"
  fin_setup_tns_ns: 0
  max_slew_margin_pct: 45.84
  finalCriticalPeriod_ns: 17.45
  hold_viol: 0
  fmax_ghz: 0.05731
status:
  outcome: "finished clean"
worst_setup_path:
  critPathLaunchType: "input pin"
  cp.arrival_ns: 11.17
  endpoint_kind: "output port"
  crit_fanout: 8
  path_class: "in -> out"
  critPathRequiredTime_ns: 25.12
detailed_routing:
  drc: 0
  ant_nets: 0
  drt_wl_total_mm: 24.60
  antennaDiodeCount: 0
  first_pass_iters: 7
  wire_per_inst_um: 20.00
  drtIter0Drc: 567
  via_per_inst: 5.934
  vias: 7299
placed_design:
  numPortBuffers: 101
  dp_slack_ns: 14.14
  dpl.hpwl_mm: 19.34
  routabilityCongestion: 1.004
global_routing:
  grtUsageTotal_pct: 23.08
  antenna_found_initial: 0
  grt_pass1_vias: 6902
  grt_pass1_wl_mm: 38.83
  grt_max_degree: 33
  grt_overflow: 0
power:
  p_leak_nw: 3.083
  p_per_area_nw_per_um2: 19.33
  ir_drop_uv: 10.40
  total_power_mw: 0.1417
clock_tree:
  cts_resized: 0
  post_cts_buffers: 0
  cts_hold_buf: 0
layout:
  nClkBuffers: 0
  ff_latch_area_um2: 0
  ff_count: 0
  area_delta_synth_final_pct: 18.46
  drive_gt1_share_pct: 5.417
flow_run:
  cap_violations: 0
  warnings: 95
min_path:
  hold_path_class: "in -> out"
[worst max-delay path, stage by stage]
cell and delay [ns]:
clkdlybuf4s50_1 0.67, inv_1 0.11, ha_1 0.24, fa_1 0.47, o21ba_4 0.27, o41ai_4 0.36
o31a_4 0.26, nor2_4 0.06, o221ai_1 0.60, nor3_1 0.19, a2111oi_2 0.51, and4_1 0.25
nand4_1 0.13, mux2i_1 0.18, a21o_1 0.13, clkdlybuf4s50_1 0.45
[cell families after synthesis]
logic type | count (synthesis) | share of synthesized area, %
buffers and inverters | 147 | 10.61
muxes | 5 | 0.8088
xor gates and xnor gates | 23 | 3.255
adders and majority gates | 97 | 19.85
and+or+nand+nor | 272 | 22.60
AOI/OAI and AO/OA | 360 | 42.86
[placed cells by master (no fill, tap or decap), types with 4 or more instances in the layout]
cell type,instances
or2_2,6
nor2b_1,15
a221oi_1,44
o221a_2,4
a31oi_1,7
a211oi_1,7
a2111oi_0,6
o21a_1,4
a221o_1,14
and3_1,5
mux2i_1,5
o31ai_1,7
nor3_1,12
and2_1,5
ha_1,95
or3_1,4
o21ai_1,6
a21oi_1,50
a22oi_1,4
nor4_1,20
o22ai_1,16
nand2_1,57
nand4_1,11
a41oi_1,4
nor3b_1,4
nand2b_1,16
nand3_1,19
xnor2_1,21
a211o_1,5
inv_1,93
a21o_1,30
nor2_1,79
o21ai_0,70
o21bai_1,11
buf_4,9
o211ai_1,15
o221ai_1,8
clkdlybuf4s50_1,101
[metrics by stage]
stage,util (%),std cells,hold WS (ns),instance area [um2]
final,36.23,1230,13.72,7331
after global routing,36.23,1230,13.79,7331
after CTS,36.23,1230,13.73,7331
after detailed placement,36.23,1230,13.74,7331
after global placement,36.23,1230,13.73,7331
after floorplan,-,904,12.64,6188
[layout make-up]
cell class	count	area [um2]
Tap cell	270	337.8
Timing Repair Buffer	110	1079
Inverter	93	349.1
Fill cell	2147	12900
Multi-Input combinational cell	757	5565
[layer usage]
metal  GRT usage (%)  wire (um)  vias up
li1                -          -     3521
met1           33.21      11370     3440
met2           36.61      10970      299
met3           3.296       1633       39
met4           4.947        620        0
met5               0          0        -
[report_power, final]
group	internal, mW	switching, mW
clock network	0	0
registers	0	0
logic	0.0596	0.0821
total	0.0596	0.0821
[path summary, 6_finish.rpt]
check	startpoint	depth (start not counted)	end	slack, ns
setup / recovery	a[0]	16	zout	13.95
hold / removal	a[22]	4	sum[22]	13.72
Power figures rest on the tool's default switching activity, not on a simulated workload.
